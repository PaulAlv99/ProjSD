--- ./run.sh ---
#!/bin/bash
# OpenROAD 26Q1-2900-gdf79404cd8, Yosys 0.63+post, stock flow scripts
make -C /OpenROAD-flow-scripts/flow DESIGN_CONFIG=/design/flow/config.mk WORK_HOME=/design/flow/orfs finish
--- ./config.mk ---
export PLATFORM = sky130hd
export DESIGN_NAME = Projeto
export DESIGN_NICKNAME = Projeto
export VERILOG_FILES = /design/flow/design.v
export SDC_FILE = /design/flow/constraint.sdc
export NUM_CORES = 4
export LEC_CHECK = 1
export CORE_AREA = 10 10 70 70
export DIE_AREA = 0 0 80 80
--- ./constraint.sdc ---
current_design Projeto

set clk_period 3.3
set clk_io_pct 0.2

create_clock -name clk0 -period $clk_period

set non_clock_inputs [all_inputs -no_clocks]
set_input_delay [expr $clk_period * $clk_io_pct] -clock clk0 $non_clock_inputs
set_output_delay [expr $clk_period * $clk_io_pct] -clock clk0 [all_outputs]
--- ./design.v ---
`timescale 1ns/1ps
module Projeto(
input [3:0] A,  
input [3:0] B,  
input [3:0] C,  
input [3:0] D,  
input [3:0] E,  
input [3:0] F,  
input [2:0] Dia,  
output reg Barreira1,  
output reg MatrVal  
);
reg Par_Impar;  
reg [3:0] Par;  
reg [3:0] Impar;  
	always @ (A or B or C or D or E or F or MatrVal)
		begin
			MatrVal=1;
			if ((((A)<=4'b1001) && ((B)<=4'b1001)) || (((A)>4'b1001) && ((B)>4'b1001)))
					MatrVal=0;
			else MatrVal=1;
			if (((((C)<=4'b1001) && ((D)<=4'b1001)) && MatrVal==0) || (((C)>4'b1001) && ((D)>4'b1001) && MatrVal==0))
					MatrVal=0;
			else MatrVal=1;
			if (((((E)<=4'b1001) && ((F)<=4'b1001)) && MatrVal==0) || (((E)>4'b1001) && ((F)>4'b1001) && MatrVal==0))
					MatrVal=0;
			else MatrVal=1;
			if (A>4'b1001 && B>4'b1001 && C>4'b1001 && D>4'b1001 && E>4'b1001 && F>4'b1001)
					MatrVal=1;
		end	
	always @ (A or B or C or D or E or F)
		begin
			Par=3'b000;
			Impar=3'b000;
			if (A%2!=0)
				begin
					Impar=Impar+1;
				end
			else if (A%2==0)
				begin
					Par=Par+1;
				end
			if (B%2!=0)
				begin
					Impar=Impar+1;
				end
			else if (B%2==0)
				begin
					Par=Par+1;
				end
			if (C%2!=0)
				begin
					Impar=Impar+1;
				end
			else if (C%2==0)
				begin
					Par=Par+1;
				end
			if (D%2!=0)
				begin
					Impar=Impar+1;
				end
			else if (D%2==0)
				begin
					Par=Par+1;
				end
			if (E%2!=0)
				begin
					Impar=Impar+1;
				end
			else if (E%2==0)
				begin
					Par=Par+1;
				end
			if (F%2!=0)
				begin
					Impar=Impar+1;
				end
			else if (F%2==0)
				begin
					Par=Par+1;
				end
		end
	always @ (Par or Impar)
		begin
			if (Par>=3)
				Par_Impar=0;
			else if (Impar>3)
				Par_Impar=1;
		end
	always @ (Par_Impar or Dia or MatrVal)
		begin
			if (((Par_Impar==0) && (MatrVal==0) && ((Dia==3'b001) || (Dia==3'b011) || (Dia==3'b101) || (Dia==3'b111))) || ((Par_Impar==1) && (MatrVal==0) && ((Dia==3'b010) || (Dia==3'b100) || (Dia==3'b110) || (Dia==3'b111))))
				Barreira1=0;
			else 
				Barreira1=1;
		end
endmodule
==> flow_summary.json <==
{
  "run_status": "finished, final reports clean",
  "final_core_utilization": 0.318,
  "cp.required_ns": 2.64,
  "ys_sh_aoi": 0.327,
  "crit_path_max_fanout": 2,
  "syn_area_um2": 736,
  "placement_rows": 21,
  "routability_driven_placement_congestion_ratio": 0.851,
  "yosys-dominant-comb-family": "AND-OR/OR-AND gates",
  "synthesized_area_fraction_occupied_by_xor_and_xnor_cells": 0.156,
  "endpoints_left_unconstrained": 1,
  "globalRoute.totalOverflow": 0,
  "timing_max_transition_violations_final": 0,
  "max-cap-violations": 0,
  "ys.warnings.count": 1,
  "postSynthCellCount": 94,
  "grt_max_degree": 17,
  "detail-route-antenna-nets": 0,
  "peakVddDrop_v": 0.0000831,
  "die_y_um": 80,
  "cp.arrival_ns": 2.55,
  "place.detailed.hpwl_um": 1600,
  "grt_pass1_wl_um": 3420,
  "detail_route.antenna_diodes": 0,
  "post_synth_fa_ha_maj_area_fraction": 0.153,
  "hold_viol_final": 0,
  "totalNegativeSetupSlack_ns": 0,
  "multi_input_comb_area_um2": 683,
  "design.die.area_mm2": 0.00640,
  "dr.pass1.iters": 4,
  "rsz_0062_raised_after_global_routing": "no",
  "via_count_of_the_routed_design": 745,
  "p_per_area_mw_per_mm2": 179,
  "overall_routed_net_length_um": 1980,
  "cp-start-kind": "primary input",
  "dominant_logic_cell_type_in_the_layout": "sky130_fd_sc_hd__clkdlybuf4s50_1",
  "unclocked_regs": 1,
  "period_used_share": 0.972,
  "remaining_drc_errors": 0,
  "timing.hold.worst.class": "primary input to output port",
  "coreArea_mm2": 0.00342,
  "timing_worst_slew_pin_value_ns": 0.579,
  "synth.area.top_cells": "sky130_fd_sc_hd__ha_1 15%, sky130_fd_sc_hd__xnor2_1 12%, sky130_fd_sc_hd__nand2_1 5.6%",
  "post-synth-top-area-cell": "sky130_fd_sc_hd__ha_1",
  "post_route_cells_drive_above_1_share": 0.115,
  "timing_worst_setup_path_type": "primary input to output port",
  "area_growth_syn_to_layout_pct": 47.8,
  "setup_viol": 0,
  "cp-end-kind": "output port",
  "post-route-cell-area_mm2": 0.00109,
  "number_of_global_route_vias_before_repair": 707,
  "timing.max_slew.rel_slack": 0.612,
  "avgViaCountPerCell": 4.43,
  "warnings": 35,
  "drt-wirelength-per-cell_um": 11.8,
  "yosysChipArea_um2": 736,
  "top_level_ports": 29,
  "synthMuxAreaShare": 0.0272,
  "post_synth.cell_area_avg_um2": 7.83,
  "period_minus_slack_ns": 3.21,
  "leak_pwr_nw": 0.445,
  "track_usage": 0.0615,
  "post_dp_cell_area_mm2": 0.00107,
  "synth-cells-yosys": 94,
  "chipWidth_um": 80,
  "lay_top_cells": "22 x sky130_fd_sc_hd__clkdlybuf4s50_1, 11 x sky130_fd_sc_hd__nand2_1, 10 x sky130_fd_sc_hd__xnor2_1",
  "largest_reg_flops": 1,
  "synth.top_cell.area_share": 0.153,
  "grt_antenna_before_repair": 0,
  "n_fill_cell": 367,
  "max_freq_ghz": 0.312,
  "detail_route.iter0.violations": 23,
  "placement.io_buffers": 29,
  "fp_util": 0.215,
  "synth_cell_types": 39,
  "ys_seq_elements": 1,
  "simple_gate_share": 0.255,
  "seqCellArea_um2": 15.0
}
[metal layers]
metal	global-route usage	part of all wire
met2	0.0803	0.33
met4	0	0
met5	0	0
met3	0.0102	0.073
met1	0.104	0.60
[area by class of cell]
type / count / share of cell area
Sequential cell: 1 / 0.0138
Tap cell: 46 / 0.0529
Inverter: 5 / 0.0173
Timing Repair Buffer: 32 / 0.288
Multi-Input combinational cell: 84 / 0.628
[cell usage after synthesis, drive strengths merged]
| master | instances |
|---|---|
| nand2 | 11 |
| o21ba | 1 |
| a21oi | 2 |
| ha | 9 |
| or3b | 1 |
| o21a | 2 |
| mux2i | 2 |
| o22ai | 1 |
| dlxtn | 1 |
| a2bb2oi | 1 |
| o2111ai | 2 |
| nor2 | 5 |
| a21boi | 1 |
| o32ai | 1 |
| a211o | 1 |
| and2 | 1 |
| nand3b | 1 |
| buf | 4 |
| o21ai | 9 |
| o211a | 1 |
| nand3 | 3 |
| or2b | 1 |
| o211ai | 1 |
| a21o | 1 |
| a2bb2o | 1 |
| nor2b | 2 |
| or3 | 1 |
| nor3b | 1 |
| a311o | 1 |
| nor3 | 1 |
| xnor2 | 11 |
| nand2b | 5 |
| a2111oi | 1 |
| a31oi | 2 |
| inv | 5 |
[cells by family (layout without fill, tap and decap cells)]
logic type	after synthesis	after routing
xor+xnor	11	11
fa+ha+maj	9	9
buf+inv	9	37
simple gates	33	33
compound gates	29	29
mux	2	2
latches	1	1
[timing repair]
action,CTS,global route
gates resized,6,4
setup endpoints to repair,1,2
buffers inserted,1,0
gates cloned,0,0
hold endpoints to repair,0,0
hold buffers,0,0
pin swaps,2,2
[path summary, 6_finish.rpt]
kind,startpoint,depth (start not counted),end,slack [ns]
worst max-delay path,B[3],8,Barreira1,0.09
worst min-delay path,A[3],6,MatrVal,1.97
[power by group]
group | switching, mW | internal, mW
sequential | 0.000775 | 0.00584
clock | 0 | 0
combinational | 0.0853 | 0.103
total | 0.0861 | 0.109
[metrics by stage]
stage / hold WS [ns] / total power, mW / setup WS (ns) / cells
floorplan: 1.47 / 0.137 / 0.663 / 94
global placement: 2.40 / 0.192 / -0.242 / 167
detailed placement: 2.41 / 0.195 / -0.258 / 167
CTS: 2.15 / 0.196 / 0.0117 / 168
global route: 2.04 / 0.219 / 0.00171 / 168
finish: 1.97 / 0.195 / 0.0921 / 168
[worst max-delay path, cell delays in order]
cell and delay (ns):
sky130_fd_sc_hd__clkdlybuf4s50_1 0.40, sky130_fd_sc_hd__o21a_1 0.11, sky130_fd_sc_hd__ha_2 0.16, sky130_fd_sc_hd__or3_4 0.32
sky130_fd_sc_hd__a211o_1 0.29, sky130_fd_sc_hd__a21o_1 0.16, sky130_fd_sc_hd__a311o_1 0.26, sky130_fd_sc_hd__clkdlybuf4s15_1 0.18
Power is estimated from default activity; no workload was simulated.
